`flow/config.mk`:
```
export PLATFORM = sky130hd
export DESIGN_NAME = vga_controller
export DESIGN_NICKNAME = vga_controller
export VERILOG_FILES = /design/flow/design.v
export SDC_FILE = /design/flow/constraint.sdc
export NUM_CORES = 4
export LEC_CHECK = 1
export CORE_UTILIZATION = 40
```
`flow/constraint.sdc`:
```
current_design vga_controller

set clk_period 4.2
set clk_io_pct 0.2

create_clock -name clk0 -period $clk_period [get_ports {clk}]

set non_clock_inputs [all_inputs -no_clocks]
set_input_delay [expr $clk_period * $clk_io_pct] -clock clk0 $non_clock_inputs
set_output_delay [expr $clk_period * $clk_io_pct] -clock clk0 [all_outputs]
```
`flow/design.v`:
```
module vga_controller(
clk, 
color_in, screenend, active, active_x, active_y,
hsync, vsync, red, green, blue
);
	input clk;
	input [23:0] color_in;
	output screenend;
	output active;
	output [9:0] active_x;
	output [9:0] active_y;
	output hsync;
	output vsync;
	output [7:0] red;
	output [7:0] green;
	output [7:0] blue;
	parameter H_VISIBLE = 1024;
	parameter H_FRONT = 24;
	parameter H_SYNC = 136;
	parameter H_BACK = 160;
	localparam H_LINE = H_VISIBLE + H_FRONT + H_SYNC + H_BACK;
	parameter V_VISIBLE = 768;
	parameter V_FRONT = 3;
	parameter V_SYNC = 6;
	parameter V_BACK = 29;
	localparam V_FRAME = V_VISIBLE + V_FRONT + V_SYNC + V_BACK;
	parameter PRE_ACTIVE = 1;  
	wire new_line;
	wire h_visible_pre;
	wire v_visible;
	vga_hsync #(H_VISIBLE, H_FRONT, H_SYNC, H_BACK, H_LINE, PRE_ACTIVE) 
		hs (clk, hsync, new_line, h_visible_pre);
	vga_vsync #(V_VISIBLE, V_FRONT, V_SYNC, V_BACK, V_FRAME)
		vs (clk, vsync, new_line, v_visible);
	vga_active #(H_VISIBLE, V_VISIBLE, PRE_ACTIVE)
		va (clk, vsync, h_visible_pre, v_visible, color_in,
			screenend, active, active_x, active_y, red, green, blue);
endmodule
module vga_hsync (clk, hsync, new_line, visible_pre);
	input clk;
	output reg hsync = 0;
	output reg new_line = 0;
	output reg visible_pre = 0;
	parameter H_VISIBLE = 1024;	 
	parameter H_FRONT = 24;  
	parameter H_SYNC = 136;  
	parameter H_BACK = 160;  
	parameter H_LINE = 1344;
	parameter VISIBLE_PRE_COUNT = 0;
	localparam VISIBLE_PRE_FROM = H_SYNC + H_BACK - VISIBLE_PRE_COUNT;
	localparam VISIBLE_PRE_TO = VISIBLE_PRE_FROM + H_VISIBLE;
	reg [10:0] count = 0;
	always @(posedge clk) begin
		if (count < (H_LINE - 1)) begin
			count <= count + 1'b1;
		end else begin
			count <= 0;
		end
	end
	always @(posedge clk) begin
		if (count == 0) begin
			new_line <= 1;
		end else begin
			new_line <= 0;
		end
	end
	always @(posedge clk) begin
		if (count < H_SYNC) begin
		  hsync <= 0;
		end else begin
		  hsync <= 1;
		end
	end
	always @(posedge clk) begin
		if ((count >= VISIBLE_PRE_FROM) & (count < VISIBLE_PRE_TO)) begin
			visible_pre <= 1;
		end else begin
			visible_pre <= 0;
		end 
	end 
endmodule
module vga_vsync (clk, vsync, new_line, visible);	
	input clk;
	input new_line;
	output reg vsync = 0;
	output reg visible = 0;
	parameter V_VISIBLE = 1024;
	parameter V_FRONT = 24;
	parameter V_SYNC = 136;
	parameter V_BACK = 160;
	parameter V_FRAME = 1344;
	localparam VISIBLE_FROM = V_SYNC + V_BACK;
	localparam VISIBLE_TO = VISIBLE_FROM + V_VISIBLE;
	reg [10:0] count = 0;
	always @(posedge new_line) begin
		if (count < (V_FRAME - 1)) begin
			count <= count + 1'b1;
		end else begin 
			count <= 0;
		end 
	end 
	always @(posedge new_line) begin
		if (count < V_SYNC) begin 
			vsync <= 0;
		end else begin 
			vsync <= 1;
		end
	end
	always @(posedge new_line) begin
		if ((count >= VISIBLE_FROM) & (count < VISIBLE_TO)) begin
			visible <= 1;
		end else begin
			visible <= 0;
		end 
	end 
endmodule 
module vga_active(
clk, 
vsync, h_visible, v_visible, color,
screenend, active, active_x, active_y, red, green, blue
);
	input clk;
	input vsync;
	input h_visible;
	input v_visible;
	input [23:0] color;
	output reg screenend = 0;
	output active;
	output [9:0] active_x;
	output [9:0] active_y;
	output reg [7:0] red = 0;
	output reg [7:0] green = 0;
	output reg [7:0] blue = 0;
	parameter WIDTH = 1024;
	parameter HEIGHT = 768;
	parameter COLOR_GAP = 0; 
	reg [10:0] x = 0;
	reg [10:0] y = 0;
	reg [9:0] active_fifo = 0;
	assign active = h_visible & v_visible;
	assign active_x = x[9:0];
	assign active_y = y[9:0];
	reg [1:0] sh_vsync = 0;
	always @(posedge clk) begin
		sh_vsync <= {sh_vsync[0], vsync};
		screenend <= sh_vsync == 2'b10;
	end
	always @(posedge clk) begin
		if (screenend) begin
			x <= 0;
			y <= 0;
		end else if (active) begin
			if (x < (WIDTH - 1)) begin
				x <= x + 1'b1;
			end else begin
				if (y < (HEIGHT - 1)) begin
					x <= 0;
					y <= y + 1'b1;
				end else begin
					y <= 0;
					x <= 0;
				end 
			end 
		end 
	end 
	always @(posedge clk) begin
		active_fifo = (active_fifo << 1) | active;
		if (active_fifo[(COLOR_GAP - 1)]) begin
			red <= color[23:16];
			green <= color[15:8];
			blue <= color[7:0];
		end else begin
			red <= 0;
			green <= 0;
			blue <= 0;
		end 
	end 
endmodule
```
`flow/run.sh`:
```
#!/bin/bash
# OpenROAD 26Q1-2900-gdf79404cd8, Yosys 0.63+post, stock flow scripts
make -C /OpenROAD-flow-scripts/flow DESIGN_CONFIG=/design/flow/config.mk WORK_HOME=/design/flow/orfs finish
```
==> run_results.csv <==
group,metric,value,unit
worst_setup_path,cpLargestDelayFamily,"buffers and inverters",
drt,drtAntennaViolNets,0,
logic_synthesis,synth-edff-count,0,
logic_synthesis,top_area_frac,0.478,
logic_synthesis,async_flop_share,0,
timing,min_period,2.68,ns
job,warnings,26,
drt,routed.top_layer,"met4",
power,power.density,284,nW/um^2
clocking,cts_tree,"built",
timing,final.period_utilization,0.638,
timing,fmax,373,MHz
timing,setup_tns,0,ns
drt,drcViolationCount,0,
clocking,postCtsSetupBuffers,0,
final_layout,mostFrequentLayoutCell,"dfxtp_1",
die,fp.coreArea,7730,sq um
worst_setup_path,worstPathCellList,"nand2_4 -> inv_1 -> clkdlybuf4s50_1",
timing,unclocked_regs,13,
global_routing,grt_pass1_vias,2368,
worst_setup_path,worst-path-buf-inv,2,
logic_synthesis,syn_avg_cell_area,9.31,sq um
drt,via_count,2515,
clocking,cts_made_buffers,9,
drt,drt_wl_total,6.59,mm
power,ir_drop,183,uV
global_routing,grt_antenna_before_repair,0,
die,dieArea,8320,sq um
worst_hold_path,worstHoldPathCells,0,
worst_setup_path,crit_slowest_cell,"clkdlybuf4s50_1",
worst_setup_path,required,3.36,ns
clocking,worstSkewPairLatency,0.34,ns
final_layout,finalNonFillerCells,498,
clocking,clockRootBuffer,"clkbuf_8",
timing,skew,0.00861,ns
drt,avgViaCountPerCell,5.05,
worst_setup_path,cp_data_arrival_time,1.84,ns
die,die_h,91.2,um
worst_setup_path,cp.depth,3,
drt,met1_length,3.06,mm
logic_synthesis,largest_area_cell,"dfxtp_1",
global_routing,groute.usage.overall,0.173,
placement,port_buffers,72,
placement,dpl.hpwl,4.42,mm
logic_synthesis,yosys_warnings,3,
worst_setup_path,slowest_delay,0.55,ns
global_routing,grt_pass1_wl,11.4,mm
clocking,cts_resized,0,
drt,wl_per_cell,13.2,um
die,io-pin-count,73,
logic_synthesis,synth-seq-cells,76,
worst_setup_path,crit_type,"reg2out",
drt,dr.pass1.iters,4,
logic_synthesis,synth_stat.cells,342,
power,p_leak,1.60,nW
timing,hold_viol_final,0,
clocking,holdBufCountCts,0,
die,fp.dieW,91.2,um
worst_setup_path,critPathMaxFanout,16,
job,max-cap-violations,0,
final_layout,drive_above_1_share,0.0657,
timing,worst-slew-pin-transition,0.829,ns
final_layout,syn_to_final_growth,26.3,%
drt,insertedDiodeCount,0,
timing,untimed_endpoints,14,
drt,drt-initial-drc-count,52,
timing,maxSlewHeadroom,0.440,
global_routing,grt_max_degree,27,
drt,route.met3.wl,509,um
timing,slew_viol_final,0,
logic_synthesis,netlist-cell-type-count,52,
worst_hold_path,hold_class,"reg2reg",
logic_synthesis,area_leaders,"dfxtp_1, and3_1, buf_4",
clocking,cts.clk_slew.worst_paths,0.07,ns
placement,placed_cells,482,
clocking,cts_max_level,3,
global_routing,grt-ovfl-total,0,
drt,wl_met2,2.95,mm
die,rows,32,
logic_synthesis,synth.cell_area,3190,sq um
final_layout,final_cell_mix,"dfxtp_1, clkdlybuf4s50_1, and3_1",
placement,place_congestion,0.834,
worst_setup_path,endpoint_kind,"output pin",
run_status,outcome,"finished clean",
timing,setup_violations,0,
logic_synthesis,ys.flop_type,"dfxtp_1",
die,fp_util,0.412,
logic_synthesis,yosys_area,3190,sq um
worst_setup_path,critPathLaunchType,"flip-flop",
clocking,ctsLongestPathBuffers,2,
logic_synthesis,synth_seq_share,0.478,
timing,rsz0062_at_grt,"false",
logic_synthesis,syn-instance-count,342,
worst_setup_path,r2r_cells,4,
## logic make-up (layout without fill, tap and decap cells)
logic type / after synthesis / after routing / synth area share
AND-OR/OR-AND: 54 / 54 / 0.114
XOR/XNOR: 25 / 25 / 0.0687
adder cells (fa/ha/maj): 5 / 5 / 0.0196
buffers and inverters: 43 / 97 / 0.0766
flip-flops: 76 / 76 / 0.478
multiplexers: 1 / 1 / 0.00353
other: 1 / 1 / 0.00118
AND/OR/NAND/NOR: 137 / 137 / 0.239
## state kept, by name, summed over array words and instances, names as in the netlist
register,cells
hs.count,11
va.x,11
va.y,11
vs.count,11
va.blue,8
va.green,8
va.red,8
va.sh_vsync,2
hs.hsync,1
hs.new_line,1
hs.visible_pre,1
va.screenend,1
vs.visible,1
vs.vsync,1
## synth_stat cells, drive strengths merged (2+ instances only)
master and n:
o21ai 13, nor2b 6, and2b 2, nor2 26, nand3b 2, and3 31
or3 5, xnor2 10, xor2 15, nand2 13, and4 3, nand4 14
a21boi 2, inv 8, nor4 4, dfxtp 76, ha 5, a31oi 4
a21oi 16, and2 3, nand3 20, clkbuf 9, o211ai 4, nor3 6
buf 26
## through the flow
step / instance area (sq um) / hold slack [ns] / total power, mW / setup WS, ns / util
2_1_floorplan: 3190 / 0.331 / 0.611 / 2.57 / -
3_3_place_gp: 3830 / 0.339 / 0.632 / 1.91 / 0.495
3_5_place_dp: 3830 / 0.349 / 0.632 / 1.90 / 0.495
4_1_cts: 4020 / 0.361 / 1.16 / 1.51 / 0.521
5_1_grt: 4020 / 0.370 / 1.19 / 1.40 / 0.521
6_report: 4020 / 0.356 / 1.14 / 1.52 / 0.521
## where the power goes
part	total (mW)	switching [mW]	internal [mW]
combinational	0.0214	0.00235	0.0191
sequential	0.597	0	0.597
clock	0.526	0.252	0.275
## per-layer routing
layer | up-vias | global-route usage
li1 | 1288 | -
met1 | 1154 | 0.250
met2 | 68 | 0.266
met3 | 5 | 0.0612
met4 | 0 | 0.0159
met5 | - | 0
## layout make-up
cell class	count	area, sq um
fill	681	3700
sequential	76	1520
multi-input combinational	223	1420
timing repair buffer	73	728
tap	102	128
clock buffer	9	124
clock inverter	7	72.6
inverter	8	30.0
## path summary, 6_finish.rpt
check	to	start	slack, ns
max	active	hs.visible_pre	1.52
max reg2reg	va.y[9]	va.x[5]	2.31
min	va.sh_vsync[1]	va.sh_vsync[0]	0.36
min reg2reg	va.sh_vsync[1]	va.sh_vsync[0]	0.36
Power and IR drop assume default switching activity.
